File: design/flow/design.v
module PipeV (clk, reset, memwrite, writedata, dataaddr, pc, reg_5);
    input clk, reset;
    output memwrite;
    output [31:0] writedata, dataaddr, pc, reg_5;
    reg [2:0] Tstep_Q, Tstep_D;
    parameter
        T_IF = 3'b000,
        T_ID = 3'b001,
        T_EX = 3'b010,
        T_MEM = 3'b011,
        T_WB = 3'b100;
    assign memwrite = EX_ctrlsout[10];
    assign writedata = EX_writedata;
    assign dataaddr = EX_aluout;
    assign pc = IF_pc;
    reg IF_pcsrc, IF_j_op;
    reg IF_pcflag;  
    reg [31:0] IF_pcbranch;
    wire [31:0] IF_pc;
    wire [31:0] IF_pcplus4, IF_instr;
    reg ID_regwrite;
    reg [4:0] ID_writereg;
    reg [31:0] ID_instr, ID_writedata, ID_pcin, ID_pcplus4in;
    wire [3:0] ID_alucontrol;
    wire [4:0] ID_dstreg;
    wire [12:0] ID_controls;
    wire [31:0] ID_rsrca, ID_rsrcb, ID_immextv, ID_pcout, ID_pcplus4out;
    reg [3:0] EX_alucontrol;
    reg [4:0] EX_dstregin;
    reg [12:0] EX_controls;
    reg [31:0] EX_pcplus4in, EX_pc, EX_rsrca, EX_rsrcb, EX_immextv;
    wire EX_btaken;
    wire [4:0] EX_dstregout;
    wire [12:0] EX_ctrlsout;
    wire [31:0] EX_pcplus4out, EX_pcbranch, EX_aluout, EX_writedata;
    reg MEM_btakenin;
    reg [4:0] MEM_dstregin;
    reg [12:0] MEM_controls;
    reg [31:0] MEM_pcplus4in, MEM_pc, MEM_dataaddr, MEM_writedata;
    wire MEM_btakenout;
    wire [4:0] MEM_dstregout;
    wire [12:0] MEM_ctrlsout;
    wire [31:0] MEM_pcplus4out, MEM_aluout, MEM_readdata;
    reg WB_btaken;
    reg [4:0] WB_dstreg;
    reg [12:0] WB_controls;
    reg [31:0] WB_pcplus4, WB_aluout, WB_readdata;
    wire WB_pcsrc, WB_j_op, WB_regwrite;
    wire [4:0] WB_writereg;
    wire [31:0] WB_writedata;
    IF IF(clk, reset, IF_pcsrc, IF_j_op, IF_pcflag, IF_pcbranch, IF_pc, IF_pcplus4, IF_instr);  
    ID ID(clk, ID_regwrite, ID_writereg, ID_instr, ID_writedata, ID_pcin, ID_pcplus4in,
        ID_alucontrol, ID_dstreg, ID_controls, ID_rsrca, ID_rsrcb, ID_immextv, ID_pcout, ID_pcplus4out, reg_5);  
    EX EX(EX_alucontrol, EX_dstregin, EX_controls, EX_pcplus4in, EX_pc, EX_rsrca, EX_rsrcb, EX_immextv,
        EX_btaken, EX_dstregout, EX_ctrlsout, EX_pcplus4out, EX_pcbranch, EX_aluout, EX_writedata);
    MEM MEM (clk, MEM_btakenin, MEM_dstregin, MEM_controls, MEM_pcplus4in, MEM_pc, MEM_dataaddr, MEM_writedata,
            MEM_btakenout, MEM_dstregout, MEM_ctrlsout, MEM_pcplus4out, MEM_aluout, MEM_readdata);
    WB WB (WB_btaken, WB_dstreg, WB_controls, WB_aluout, WB_readdata, WB_pcplus4,
            WB_pcsrc, WB_j_op, WB_regwrite, WB_writereg, WB_writedata);
    initial
        begin
                IF_pcsrc        <= 1'b0;
                IF_j_op         <= 1'b0;
                IF_pcflag       <= 1'b0;  
                IF_pcbranch     <= 32'b0;
                ID_regwrite     <= 1'b0;
                ID_writereg     <= 5'b0;
                ID_instr        <= 32'b0;
                ID_writedata    <= 32'b0;
                ID_pcin         <= 32'b0;
                ID_pcplus4in    <= 32'b0;
                EX_alucontrol   <= 4'b0;
                EX_dstregin     <= 5'b0;
                EX_controls     <= 13'b0;
                EX_pcplus4in    <= 32'b0;
                EX_pc           <= 32'b0;
                EX_rsrca        <= 32'b0;
                EX_rsrcb        <= 32'b0;
                EX_immextv      <= 32'b0;
                MEM_btakenin    <= 1'b0;
                MEM_dstregin    <= 5'b0;
                MEM_controls    <= 13'b0;
                MEM_pcplus4in   <= 32'b0;
                MEM_pc          <= 32'b0;
                MEM_dataaddr    <= 32'b0;
                MEM_writedata   <= 32'b0;
                WB_btaken       <= 1'b0;
                WB_dstreg       <= 5'b0;
                WB_controls     <= 13'b0;
                WB_pcplus4      <= 32'b0;
                WB_aluout       <= 32'b0;
                WB_readdata     <= 32'b0;
        end
    always @ (posedge clk) 
        begin
            if (reset)
                begin
                    Tstep_Q <= T_IF;
                end
            else
                begin
                    case (Tstep_Q)
                        T_IF:
                            begin
                                IF_pcsrc <= WB_pcsrc;
                                IF_j_op <= WB_j_op;
                                IF_pcbranch <= EX_pcbranch;
                                IF_pcflag <= 1'b0;  
                                Tstep_D = T_ID;
                            end
                        T_ID:
                            begin
                                ID_pcin <= IF_pc;
                                ID_pcplus4in <= IF_pcplus4;
                                ID_instr <= IF_instr;
                                ID_writereg <= WB_writereg;
                                ID_writedata <= WB_writedata;
                                ID_regwrite <= WB_regwrite;
                                Tstep_D = T_EX;
                            end
                        T_EX:
                            begin
                                EX_pcplus4in <= ID_pcplus4out;
                                EX_pc <= ID_pcout;
                                EX_rsrca <= ID_rsrca;
                                EX_rsrcb <= ID_rsrcb;
                                EX_immextv <= ID_immextv;
                                EX_alucontrol <= ID_alucontrol;
                                EX_controls <= ID_controls;
                                EX_dstregin <= ID_dstreg;
                                Tstep_D = T_MEM;
                            end
                        T_MEM:
                            begin
                                MEM_pcplus4in <= EX_pcplus4out;
                                MEM_pc <= EX_pc;
                                MEM_btakenin <= EX_btaken;
                                MEM_dataaddr <= EX_aluout;
                                MEM_writedata <= EX_writedata;
                                MEM_controls <= EX_ctrlsout;
                                MEM_dstregin <= EX_dstregout;
                                Tstep_D = T_WB;
                            end
                        T_WB:
                            begin
                                WB_pcplus4 <= MEM_pcplus4out;
                                WB_btaken <= MEM_btakenout;
                                WB_aluout <= MEM_aluout;
                                WB_readdata <= MEM_readdata;
                                WB_controls <= MEM_ctrlsout;
                                WB_dstreg <= MEM_dstregout;
                                IF_pcflag <= 1'b1;  
                                Tstep_D = T_IF;
                            end
                    endcase
                    Tstep_Q <= Tstep_D;
                end
        end
endmodule
module IF (clk, reset, pcsrc, j_op, pcflag, pcbranch, pc, pcplus4, instr);
    input clk, reset, pcsrc, j_op;
    input pcflag;  
    input [31:0] pcbranch;
    output reg [31:0] pc;
    output [31:0] pcplus4, instr;
    wire [31:0] pcnext;
    assign pcplus4 = pcflag ? (pc + 32'b100) : pc;  
    assign pcnext = (pcsrc|j_op) ? pcbranch : pcplus4;
    always @ (negedge clk)
        if (reset) pc <= 32'b0;
        else pc <= pcnext;
    assign instr = 32'h00178793;  
endmodule
module ID (clk, regwrite, writereg, instr, writedata, pcin, pcplus4in,
        alucontrol, dstreg, controls, rsrca, rsrcb, immextv, pcout, pcplus4out, reg_5);
    input clk, regwrite;
    input [4:0] writereg;
    input [31:0] instr, writedata, pcin, pcplus4in;
    output [3:0] alucontrol;
    output [4:0] dstreg;
    output [12:0] controls;
    output [31:0] rsrca, rsrcb, immextv, pcout, pcplus4out;
    output [31:0] reg_5;  
    assign reg_5 = regfile[15];
    reg [31:0] regfile [31:0];
    integer i;
    initial
        begin
            for(i = 0; i < 32; i = i + 1) regfile[i] = 32'b0;
        end
    assign rsrca = (instr[19:15] != 0) ? regfile[instr[19:15]] : 0;
    assign rsrcb = (instr[24:20] != 0) ? regfile[instr[24:20]] : 0;
    always @ (negedge clk)
        if (regwrite) regfile[writereg] <= writedata;
    assign dstreg = instr[11:7];
    assign pcplus4out = pcplus4in;
    assign pcout = pcin;
    maindec maindec (instr[6:0], controls);
    immext immext (controls[7:3], instr, immextv);
    aludec aludec (controls[8], instr[14:12], controls[2:0], instr[31:25], alucontrol);
endmodule
module maindec (opcode, controls);
    input [6:0] opcode;
    output reg [12:0] controls;
    always @ (*)
        case (opcode)
            7'b0110011: controls <= 13'b1000100000100;  
            7'b0010011: controls <= 13'b1100010000101;  
            7'b1100011: controls <= 13'b0000000100110;  
            7'b0000011: controls <= 13'b1101010000111;  
            7'b0100011: controls <= 13'b0110001000111;  
            7'b0110111: controls <= 13'b1100000010011;  
            7'b1101111: controls <= 13'b1000000001000;  
            default:    controls <= 13'bxxxxxxxxxxxxx;
        endcase
endmodule
module immext (immtype, instr, immextv);
    input [4:0] immtype;
    input [31:0] instr;
    output reg [31:0] immextv;
    always @ (*)
        case (immtype)
            5'b10000: immextv <= { {20{instr[31]}}, instr[31:20] };  
            5'b01000: immextv <= { {20{instr[31]}}, instr[31:25], instr[11:7] };  
            5'b00100: immextv <= { {19{instr[31]}}, instr[31], instr[7], instr[30:25], instr[11:8], 1'b0 };  
            5'b00010: immextv <= { instr[31:12], 12'b0 };  
            5'b00001: immextv <= { {11{instr[31]}}, instr[31], instr[19:12], instr[20], instr[30:21], 1'b0 };  
            default: immextv <= 'hx;
        endcase  
endmodule
module aludec (r_op, funct3, aluop, funct7, alucontrol);
    input r_op;
    input [2:0] funct3, aluop;
    input [6:0]  funct7;
    output reg [3:0] alucontrol;
    wire exf7;
    assign exf7 = (r_op & ((funct7 == 7'b0100000 ) ? 1'b1 : ((funct7 == 7'b0000000 ) ? 1'b0 : 1'bx)));
    always @ (*)
        case (aluop)
            3'b000: alucontrol <= 4'b0000;  
            3'b011: alucontrol <= 4'b0110;  
            3'b100: alucontrol <= {exf7, funct3};  
            3'b101: alucontrol <= {1'b0, funct3};  
            3'b110: alucontrol <= {1'b0, funct3};  
            3'b111: case (funct3)  
                        3'b010: alucontrol <= 4'b0000;  
                        default: alucontrol <= 4'bxxxx;
                    endcase
            default: alucontrol <= 4'bxxxx;
        endcase
endmodule
module EX (alucontrol, dstregin, controls, pcplus4in, pc, rsrca, rsrcb, immextv,
        btaken, dstregout, ctrlsout, pcplus4out, pcbranch, aluout, writedata);
    input [3:0] alucontrol;
    input [4:0] dstregin;
    input [12:0] controls;
    input [31:0] pcplus4in, pc, rsrca, rsrcb, immextv;
    output btaken;
    output [4:0] dstregout;
    output [12:0] ctrlsout;
    output [31:0] pcplus4out, pcbranch, aluout, writedata;
    wire u_op, alusrc;
    wire [31:0] srca, srcb;
    assign pcbranch = pc + immextv;
    assign u_op = controls[4];
    assign srca = u_op ? 32'h0 : rsrca;
    assign alusrc = controls[11];
    assign srcb = alusrc ? immextv : rsrcb;
    alu alu (alucontrol, srca, srcb, btaken, aluout);
    assign pcplus4out = pcplus4in;
    assign writedata = rsrcb;
    assign dstregout = dstregin;
    assign ctrlsout = controls;
endmodule
module alu (alucontrol, srca, srcb, btaken, aluout);
    input [3:0] alucontrol;
    input [31:0] srca;
    input [31:0] srcb;
    output reg btaken;
    output reg [31:0] aluout;
    always @ (*)
        begin
        case (alucontrol)
            4'b0000: aluout <= srca + srcb;
            4'b1000: aluout <= srca - srcb;
            4'b0010: aluout <= $signed(srca) < $signed(srcb);
            4'b0110: aluout <= srca | srcb;
            4'b0111: aluout <= srca & srcb;
            4'b0100: aluout <= srca ^ srcb;
            4'b0001: aluout <= srca << srcb;
            4'b0101: aluout <= srca >> srcb;
            4'b1101: aluout <= srca >> srcb;  
            4'b0011: aluout <= srca < srcb;
        endcase
        case (alucontrol)  
            4'b0000: btaken <= (srca == srcb) ? 1 : 0;
            4'b0001: btaken <= (srca != srcb) ? 1 : 0;
            4'b0100: btaken <= ($signed(srca) < $signed(srcb)) ? 1 : 0;
            4'b0101: btaken <= ($signed(srca) < $signed(srcb)) ? 0 : 1;
            4'b0110: btaken <= (srca < srcb) ? 1 : 0;
            4'b0111: btaken <= (srca < srcb) ? 0 : 1;
        endcase
        end
endmodule
module MEM (clk, btakenin, dstregin, controls, pcplus4in, pc, dataaddr, writedata,
            btakenout, dstregout, ctrlsout, pcplus4out, aluout, readdata);
    input clk, btakenin;
    input [4:0] dstregin;
    input [12:0] controls;
    input [31:0] pcplus4in, pc, dataaddr, writedata;
    output btakenout;
    output [4:0] dstregout;
    output [12:0] ctrlsout;
    output [31:0] pcplus4out, aluout, readdata;
    dmem dmem (clk, controls[10], dataaddr, writedata, readdata);
    assign pcplus4out = pcplus4in;
    assign btakenout = btakenin;
    assign aluout = dataaddr;
    assign ctrlsout = controls;
    assign dstregout = dstregin;
endmodule
module dmem (clk, memwrite, dataaddr, writedata, readdata);
    input  clk, memwrite;
    input  [31:0] dataaddr, writedata;
    output [31:0] readdata;
    reg [31:0] RAM [0:63];
    assign readdata = RAM[dataaddr[31:2]];
    always @ (negedge clk)
    if (memwrite)
        RAM[dataaddr[31:2]] <= writedata;
    initial
        begin
	        $readmemh ("memfile.dat", RAM);
        end
endmodule
module WB (btaken, dstreg, controls, aluout, readdata, pcplus4,
            pcsrc, j_op, regwrite, writereg, writedata);
    input btaken;
    input [4:0] dstreg;
    input [12:0] controls;
    input [31:0] pcplus4, aluout, readdata;
    output pcsrc, j_op, regwrite;
    output [4:0] writereg; 
    output [31:0] writedata;
    assign pcsrc = controls[5] & btaken;
    assign j_op = controls[3];
    assign regwrite = controls[12];
    assign writereg = dstreg;
    assign writedata = controls[3] ? pcplus4 : (controls[9] ? readdata : aluout);
endmodule
File: design/flow/run.sh
#!/bin/bash
# OpenROAD 26Q1-2900-gdf79404cd8, Yosys 0.63+post, stock flow scripts
make -C /OpenROAD-flow-scripts/flow DESIGN_CONFIG=/design/flow/config.mk WORK_HOME=/design/flow/orfs finish
File: design/flow/config.mk
export PLATFORM = sky130hd
export DESIGN_NAME = PipeV
export DESIGN_NICKNAME = PipeV
export VERILOG_FILES = /design/flow/design.v
export SDC_FILE = /design/flow/constraint.sdc
export NUM_CORES = 4
export LEC_CHECK = 1
export CORE_UTILIZATION = 30
export SYNTH_HDL_FRONTEND = slang
File: design/flow/constraint.sdc
current_design PipeV

set clk_period 8.7
set clk_io_pct 0.2

create_clock -name clk0 -period $clk_period [get_ports {clk}]

set non_clock_inputs [all_inputs -no_clocks]
set_input_delay [expr $clk_period * $clk_io_pct] -clock clk0 $non_clock_inputs
set_output_delay [expr $clk_period * $clk_io_pct] -clock clk0 [all_outputs]
==> reports/metrics.cfg <==
[power_and_ir_drop]
power_density_nw_per_um2=223
p_sw_mw=0.507
internal_power_mw=1.55
clkPwrFrac=0.461
swShare=0.247
peakVddDrop_mv=0.111
leakage_nw=3.38
seq_power_share=0.511
power_frac_comb=0.028
finalPower_mw=2.05

[route]
drc=0
antennaDiodeCount=0
initialDrtViolationCount=361
wirelength_um=14100
dr.pass1.iters=5
drtAntennaViolNets=0
via_per_inst=4.37
num_vias=4325
wl_per_cell_um=14.3

[yosys]
yosys.area.top_type_share=0.540
edf_count=129
syn_avg_cell_area_um2=14.6
ff_type=edfxtp_1
ys_types=45
yosys.stat.seqShare=0.738
synthArstFlopShare=0
ys_ff=200
synth_warnings=0
yosysTopAreaCell=edfxtp_1
yosysChipArea_um2=7180
synth_cells=492
ys_cells=492
synth_area_um2=7180
top_cells_by_area=edfxtp_1, dfxtp_1, buf_4, xor2_1, xnor2_1

[timing]
slew_viol_final=0
setup_tns_ps=0
hold_slack_ps=413
worst_slew_pin_slew_ps=720
maxSlewHeadroom=0.519
rsz0062_at_grt=no
report.final.hold_viol_count=0
skew_ps=36.8
setup_viol=0

[placement]
dp_hpwl_um=9040
numPortBuffers=95
gp_routability_congestion=0.822

[cells_and_area]
lay_top_count=edfxtp_1
layout-drive-gt1-share=0.0716
fillers=2125
area.growth.synth_to_final_pct=28.6
logic_area_um2=1640
lay_top_cells=edfxtp_1, clkdlybuf4s50_1, inv_1
ff_latch_area_um2=5300

[setup_path]
cp_top_family=buffers and inverters
startpoint_type=flip-flop
worstPathRequired_ps=6960
path_cells=clkdlybuf4s50_1
path_class=reg -> out
cp-end-kind=output port
path_max_fanout=6
arrival_ps=5790
crit_buf_inv=1
cp_slowest_cell=clkdlybuf4s50_1
max_stage_delay_ps=520

[clock_network]
cts_setup_buffers=0
cts_tree=yes
clock_latency_ps=450
cts_buffers=17
ctsRootBufferMaster=clkbuf_16
numClockSinks=200
htree_levels=4
cts_hold_buffers=0
clk_path_buf_depth=2
clk_pin_slew_ps=80
cts.repair.resized=0

[floorplanning]
rows=56
dieArea_um2=24500
die_w_um=157
pin_count=131
fp_util=0.306
coreArea_um2=23500
dieHeight_um=157

[worst_hold_path]
min_path_type=reg -> reg

[run_status]
status=complete, no violations

[global_route]
grt_pass1_vias=4042
grt_pass1_wl_um=21800
overflow=0
grt.total_usage=0.123
grt_max_degree=34
antenna_found_initial=0

[run]
warnings=87
drv_cap=0

## registers in the layout, summed over array words and instances, names as in the netlist, named ones only
register / flops
ID.regfile: 32
EX_rsrca: 32
Tstep_D: 4
IF_pcflag: 1
IF.pc: 30
ID_writedata: 32
MEM_dataaddr: 32
Tstep_Q: 3
WB_aluout: 32
## layer usage
metal / routed length (um) / global-route usage / vias up
li1: - / - / 2074
met1: 6540 / 0.188 / 2085
met2: 6300 / 0.175 / 157
met3: 1150 / 0.0494 / 9
met4: 160 / 0.0182 / 0
met5: 0 / 0 / -
## synthesized netlist by cell type (all sizes together) (4+ instances only)
cell	n
o21ai	11
nand2	20
xnor2	18
xor2	23
and3	6
and4	9
or3	10
o31ai	6
nor4	11
nor3	6
inv	11
nor2b	4
edfxtp	129
nand3	17
clkbuf	7
buf	42
nand4	18
dfxtp	71
nor2	25
or4	9
a21oi	17
## worst paths after layout
kind / startpoint / cells after the start / endpoint / slack (ps)
worst min-delay path: MEM_dataaddr[7]$_DFFE_PP_ / 0 / WB_aluout[7]$_DFFE_PP_ / 410
worst min register to register: MEM_dataaddr[7]$_DFFE_PP_ / 0 / WB_aluout[7]$_DFFE_PP_ / 410
worst max register to register: IF_pcflag$_DFFE_PP_ / 4 / IF.pc[28]$_SDFFE_NP0P_ / 1990
worst max-delay path: IF.pc[4]$_SDFFE_NP0P_ / 1 / pc[4] / 1170
## worst register-to-register path: stages (launching register included)
cell	delay (ps)
edfxtp_1	540
nand4_4	180
or4_1	800
or4_1	600
a21oi_1	170
## cell type report
class                           count  share of cell area
Clock buffer                       17              0.0461
Timing Repair Buffer              100               0.107
Sequential cell                   200               0.574
Tap cell                          319              0.0432
Multi-Input combinational cell    266               0.178
Clock inverter                     77              0.0483
Inverter                           10             0.00407
## metrics by stage
| step | instance area, um^2 | setup WS, ps | utilization | instances |
|---|---|---|---|---|
| floorplan | 7300 | 2050 | - | 526 |
| global placement | 8360 | 1150 | 0.356 | 896 |
| detailed placement | 8360 | 1080 | 0.356 | 896 |
| CTS | 9230 | 1150 | 0.393 | 989 |
| global route | 9230 | 1090 | 0.393 | 989 |
| finish | 9230 | 1170 | 0.393 | 989 |
## power by group through the flow
stage	sequential [mW]	clock [mW]	combinational [mW]
4_1_cts	1.05	0.971	0.0584
5_1_grt	1.05	1.03	0.0640
6_report	1.05	0.948	0.0568
## cell families (layout without fill, tap and decap cells)
logic type / after synthesis / count (layout) / synth area share
AND-OR/OR-AND: 42 / 42 / 0.0345
other: 1 / 35 / 0.000523
adder cells (fa/ha/maj): 2 / 2 / 0.00349
flip-flops: 200 / 200 / 0.738
AND/OR/NAND/NOR: 143 / 143 / 0.115
XOR/XNOR: 41 / 41 / 0.0500
multiplexers: 3 / 3 / 0.00453
buffers and inverters: 60 / 204 / 0.0539
Power and IR drop assume default switching activity.
